==> ./design.v <==
module regfile(
        addr1, addr2, addr3, data1, data2, data3, clk, wr, rst
    );
    input clk, wr, rst;
    input [1:0] addr1, addr2, addr3;
    input [32-1:0] data3;
    output [32-1:0] data1, data2;
    reg [32-1:0] register[3:0];
    initial register[0] = 32'h12345678;
    initial register[1] = 32'h9ABCDEF0;
    initial register[2] = 32'hFFFFFFFF;
    initial register[3] = 32'h00000001;
    assign data1 = register[addr1];
    assign data2 = register[addr2];
    always @(posedge clk) begin
        if(rst) begin
            register[0] <= 0;
            register[1] <= 0;
            register[2] <= 0;
            register[3] <= 0;
        end
        if(wr) begin
            register[addr3] <= data3;
        end
    end
endmodule
==> ./run.sh <==
#!/bin/bash
# OpenROAD 26Q1-2900-gdf79404cd8, Yosys 0.63+post, stock flow scripts
make -C /OpenROAD-flow-scripts/flow DESIGN_CONFIG=/design/flow/config.mk WORK_HOME=/design/flow/orfs finish
==> ./config.mk <==
export PLATFORM = sky130hd
export DESIGN_NAME = regfile
export DESIGN_NICKNAME = regfile
export VERILOG_FILES = /design/flow/design.v
export SDC_FILE = /design/flow/constraint.sdc
export NUM_CORES = 4
export LEC_CHECK = 1
export CORE_UTILIZATION = 50
==> ./constraint.sdc <==
current_design regfile

set clk_period 4.9
set clk_io_pct 0.2

create_clock -name clk0 -period $clk_period [get_ports {clk}]

set non_clock_inputs [all_inputs -no_clocks]
set_input_delay [expr $clk_period * $clk_io_pct] -clock clk0 $non_clock_inputs
set_output_delay [expr $clk_period * $clk_io_pct] -clock clk0 [all_outputs]
==> flow_metrics.py <==
# Auto-generated metrics
metrics = {
    "status": {
        "status": "completed",
    },
    "min_path": {
        "whs_path_depth": 3,
        "min_from": "data3[4]",
        "hold_path.class": "input port to flip-flop",
    },
    "global_route": {
        "grt_pass1_vias": 4112,
        "overflow": 0,
        "antenna_found_initial": 0,
        "grt_use_total_pct": 26.15,
        "grt_pass1_wl_um": 21780,
        "grt_start_max_net_pins": 34,
    },
    "clock_tree": {
        "root_buffer": "clkbuf_16",
        "cts_buffers": 17,
        "clock-sinks": 128,
        "cts_setup_buffers": 0,
        "cts.repair.resized": 0,
        "htree_num_levels": 4,
        "clk_pin_slew_worst_paths_ns": 0.05,
        "cts_buffer_depth": 2,
        "cts_tree": "built",
        "cts_hold_buffers": 0,
    },
    "final_timing": {
        "drv_slew": 0,
        "finalHoldViolations": 0,
        "finalClockPeriodUsage_pct": 76.74,
        "setup_tns_ns": 0,
        "setup_viol": 0,
        "worst_pin_slew_ns": 0.8526,
        "fmax_ghz": 0.2659,
        "rsz0062_at_grt": "false",
        "slew_headroom_pct": 43.01,
        "min_period_ns": 3.760,
    },
    "detailed_routing": {
        "via_count": 3811,
        "drt_iter0_markers": 182,
        "drc": 0,
        "wl_per_cell_um": 20.98,
        "diodes": 0,
        "via_per_inst": 5.621,
        "wl_um": 14230,
        "drt_pre_antenna_iters": 4,
        "antenna_left": 0,
    },
    "critical_path": {
        "crit_arrival_ns": 2.78,
        "worstSetupEndpointType": "output port",
        "worstPathRequired_ns": 3.92,
        "critPathMaxStageDelay_ns": 0.58,
        "startpoint_type": "input port",
        "cp_num_buf_inv": 3,
        "crit_family": "buffers and inverters",
        "crit_start": "addr2[0]",
        "crit_path_top_delay_cell": "mux4_1",
        "cp.depth": 4,
        "crit_type": "input port to output port",
        "crit_fanout": 17,
        "path_cells": "buf_2 -> buf_12 -> mux4_1 -> clkdlybuf4s50_1",
    },
    "synthesis": {
        "ys_sh_mux_pct": 23.35,
        "top_cell_area_share_pct": 61.64,
        "synth_top_cell_by_area": "edfxtp_1",
        "ys_sh_aoi_pct": 0.4815,
        "adder_share_pct": 0,
        "ys_warn_count": 1,
        "synthDistinctLibCells": 14,
        "area_leaders": "edfxtp_1 62%, mux4_2 22%, nor2_1 7.7%",
        "postSynthCellCount": 394,
        "ys_area_um2": 6236,
        "topCombFamilyByArea": "multiplexers",
        "synth_seq_share_pct": 61.64,
        "ys_sh_xor_pct": 0,
        "synthSimpleGateAreaFrac_pct": 9.992,
        "yosys_cells": 394,
        "netlist_area_um2": 6236,
        "ys.flops": 128,
        "synth_area_per_cell_um2": 15.83,
    },
    "job": {
        "max_cap_violations": 0,
        "warnings": 26,
    },
    "cells_and_area": {
        "largest_reg_flops": 128,
        "drive_gt1_share_pct": 22.55,
        "layout_top_cells": "128 x nor2_1, 128 x edfxtp_1, 99 x clkdlybuf4s50_1",
        "final_cells": 678,
        "synthToLayoutAreaGrowth_pct": 26.85,
        "reg_top3": "register x128",
        "top_register": "register",
    },
    "die": {
        "core_um2": 12060,
        "std_cell_rows": 40,
        "fp.dieW_um": 113.7,
        "die_y_um": 113.7,
        "pin_count": 105,
        "fp-utilization_pct": 51.70,
        "die_area_um2": 12920,
    },
    "placement": {
        "placed_cells": 646,
        "io_buffer_count": 104,
        "hpwl_um": 8381,
        "gp_congestion": 0.8135,
    },
    "pwr": {
        "p_leak_nw": 2.739,
        "powerDensity_nw_per_um2": 367.2,
        "peakVddDrop_mv": 0.2380,
    },
}
==> routing by layer <==
| layer | vias to the layer above | part of all wire (%) | track usage [%] |
|---|---|---|---|
| met3 | 20 | 11 | 11.59 |
| met5 | - | 0 | 0 |
| li1 | 1702 | - | - |
| met2 | 209 | 52 | 41.34 |
| met1 | 1880 | 36 | 38.12 |
| met4 | 0 | 1.8 | 4.737 |
==> cells by family after synthesis <==
kind of cell	count (synthesis)
AND/OR/NAND/NOR	164
flip-flops	128
multiplexers	64
buffers and inverters	34
AND-OR/OR-AND	4
==> per-stage QoR <==
stage	power, mW	worst slack (ns)	cell area [µm²]	hold slack (ns)	util [%]
after floorplan	1.547	1.526	6236	1.243	-
after global placement	1.769	1.114	7358	1.707	61.01
after detailed placement	1.774	1.103	7358	1.720	61.01
after CTS	2.929	1.098	7910	1.288	65.58
after global routing	3.019	1.028	7910	1.309	65.58
final	2.905	1.140	7910	1.299	65.58
==> worst min-delay path, stage by stage <==
cell             delay [ns]
clkdlybuf4s50_1        0.39
nand2_1                0.12
nor2_1                 0.05
==> where the power goes <==
group	total [mW]	internal (mW)	switching, mW
clock	1.16	0.732	0.425
combinational	0.408	0.256	0.151
sequential	1.34	1.30	0.0383
total	2.90	2.29	0.615
==> cell usage after synthesis, drive strengths merged <==
cell    instances
buf            28
edfxtp        128
nand2b          2
nand2          33
inv             1
clkbuf          5
mux4           64
nor2          128
o21bai          4
or2             1
==> cell type report <==
class,instances,area [µm²]
fillers,869,4151
flip-flops and latches,128,3844
multi-input cells,232,2162
repair buffers,117,1139
clock buffers,17,425.4
well taps,168,210.2
clock inverters,15,126.4
inverters,1,3.754
==> path summary, 6_finish.rpt <==
path / endpoint / slack [ns]
max: data2[30] / 1.14
min: register[2][4] / 1.30
Power is estimated from default activity; no workload was simulated.
